==> design/flow/design.v <==
module shift(
    input clock,
    input reset,
    input [1:0] control,
    input in,
    output [7:0] out
    );
reg [7:0] r_reg, r_next;  
always @ (posedge clock or posedge reset)
begin
 if(reset)
  r_reg <= 0;
 else
  r_reg <= r_next;
end
always @ (*)
begin
 if(control[0])  
  r_next = {in, r_reg[7:1]};
 else if(control[1])  
  r_next = {r_reg[6:0], in};
 else
  r_next = r_reg;  
end
assign out = r_reg;
endmodule
==> design/flow/run.sh <==
#!/bin/bash
# OpenROAD 26Q1-2900-gdf79404cd8, Yosys 0.63+post, stock flow scripts
make -C /OpenROAD-flow-scripts/flow DESIGN_CONFIG=/design/flow/config.mk WORK_HOME=/design/flow/orfs finish
==> design/flow/config.mk <==
export PLATFORM = sky130hd
export DESIGN_NAME = shift
export DESIGN_NICKNAME = shift
export VERILOG_FILES = /design/flow/design.v
export SDC_FILE = /design/flow/constraint.sdc
export NUM_CORES = 4
export LEC_CHECK = 1
export CORE_AREA = 10 10 70 70
export DIE_AREA = 0 0 80 80
==> design/flow/constraint.sdc <==
current_design shift

set clk_period 1.9
set clk_io_pct 0.2

create_clock -name clk0 -period $clk_period [get_ports {clock}]

set non_clock_inputs [all_inputs -no_clocks]
set_input_delay [expr $clk_period * $clk_io_pct] -clock clk0 $non_clock_inputs
set_output_delay [expr $clk_period * $clk_io_pct] -clock clk0 [all_outputs]
==> results.yml <==
# yosys + openroad results
clock_tree:
  cts-root-buf: "clkbuf_4"
  cts.repair.resized: 0
  holdBufCountCts: 0
  cts-buffers-inserted: 3
  cts_sinks: 8
  clk_pin_slew_ns: 0.05
  cts_setup_buffers: 0
  cts_tree: "built"
  clock_latency_ns: 0.25
  cts_max_level: 1
  clk_path_buf_depth: 2
status:
  outcome: "completed"
logic_synthesis:
  ys_seq_share_pct: 53.2
  compound_area_share_pct: 10.6
  synthSimpleGateAreaFrac_pct: 7.97
  adder_share_pct: 0
  ys_area_um2: 377
  ys_cells: 35
  topCellsByArea: "dfrtp_1 (53%), mux2i_1 (21%), o21ai_1 (11%), nand2_1 (8.0%), buf_6 (6.0%)"
  async_reset_ff_share_pct: 100
  ys_ff: 8
  top_cells_by_count: "dfrtp_1 (8), mux2i_1 (8), nand2_1 (8), o21ai_1 (8), buf_6 (2)"
  synth_cells: 35
  syn_area_per_cell_um2: 10.8
  logic_family: "multiplexers"
  synth_area_um2: 377
  yosysWarnings: 1
  top_area_share_pct: 53.2
  mux_area_share_pct: 21.3
  synth-main-ff-cell: "dfrtp_1"
  ys_types: 6
  edf_count: 0
  top_area_cell: "dfrtp_1"
  xor_area_share_pct: 0
critical_path:
  endpoint_kind: "output pin"
  slowest_stage: "clkdlybuf4s50_1"
  crit_buf_inv: 1
  crit_fanout: 4
  start_kind: "flop"
  worst-setup-path-type: "reg2out"
  crit_required_ns: 1.52
  arrival_ns: 1.13
  critical-path-max-stage-delay_ns: 0.49
  cp_top_family: "buffers and inverters"
  path_cells: "clkdlybuf4s50_1"
floorplan:
  die_area_um2: 6400
  fp.dieW_um: 80
  ioPinCount: 13
  rows: 21
  initial_core_util_pct: 11.0
  dieHeight_um: 80
  core_area_um2: 3420
placed_design:
  place_ws_ns: 0.285
  dp_hpwl_um: 713
  io_buffers: 12
  gp_congestion: 0.732
  placedCellCount: 91
power:
  power_per_cell_area_nw_per_um2: 838
  cellLeakagePower_nw: 0.234
  max-vdd-ir-drop_mv: 0.139
layout:
  largest_reg_flops: 8
  drive_gt1_share_pct: 6.25
  fin_cells: 94
  area_delta_synth_final_pct: 47.2
global_routing:
  grt_max_degree: 17
  overflow: 0
  grt_usage_pct: 3.19
  grt_pass1_wl_um: 1570
  antenna_found_initial: 0
  grt_pass1_vias: 324
final_timing:
  rsz0062_at_grt: "false"
  min_period_ns: 1.51
  finClkSkew_ns: 0.00298
  fin_crit_sh_pct: 79.7
  hold_violations: 0
  setup_viol: 0
  holdWs_ns: 0.371
  slew_viol_final: 0
  worst_pin_slew_ns: 0.488
  fmaxAchievable_ghz: 0.661
  max-slew-margin-rel_pct: 67.4
  tns_ns: 0
  finalWorstSetupSlack_ns: 0.386
detailed_routing:
  vias: 286
  diodes: 0
  totalWireLength_um: 908
  drtIter0Drc: 26
  via_per_inst: 3.04
  drc: 0
  routedWlPerCell_um: 9.66
  dr.pass1.iters: 4
  postRouteAntennaNets: 0
worst_hold_path:
  hold_class: "in2async"
job:
  drv_cap: 0
  warnings: 25
## logic make-up (layout without fill, tap and decap cells)
logic type      Yosys count  count (layout)
simple gates              8               8
flops                     8               8
mux                       8               8
compound gates            8               8
buf+inv                   3              16
## layout by cell type (no fill, tap or decap)
cell,Yosys,routed
clkdlybuf4s50_1,0,12
nand2_1,8,8
mux2i_1,8,8
inv_1,1,1
dfrtp_1,8,8
clkbuf_4,0,3
o21ai_1,8,8
## worst paths after layout
check / cells after the start / slack, ns / start / end
setup reg to reg: 2 / 1.12 / r_reg[5]$_DFFE_PP0P_ / r_reg[6]$_DFFE_PP0P_
hold reg to reg: 2 / 0.53 / r_reg[7]$_DFFE_PP0P_ / r_reg[6]$_DFFE_PP0P_
hold / removal: 2 / 0.37 / reset / r_reg[5]$_DFFE_PP0P_
max in group asynchronous: 2 / 1.30 / reset / r_reg[0]$_DFFE_PP0P_
min in group clk0: 2 / 0.53 / r_reg[7]$_DFFE_PP0P_ / r_reg[6]$_DFFE_PP0P_
setup / recovery: 1 / 0.39 / r_reg[2]$_DFFE_PP0P_ / out[2]
## layer usage
metal  wire length (um)  GRT usage (%)
met1                334           3.24
met2                418           4.90
met3                155           3.07
met4                  0          0.176
met5                  0              0
## layout make-up
| cell class | instances | area [um^2] |
|---|---|---|
| fill | 385 | 2860 |
| sequential | 8 | 200 |
| multi-input combinational | 24 | 150 |
| timing repair buffer | 12 | 120 |
| tap | 46 | 57.6 |
| clock buffer | 3 | 22.5 |
| inverter | 1 | 3.75 |
## worst reg2reg max path: stages (launching register included)
cell,delay (ns)
dfrtp_1,0.40
mux2i_1,0.16
o21ai_1,0.08
## where the power goes
| part | internal [mW] | switching, mW |
|---|---|---|
| registers | 0.199 | 0.0281 |
| logic | 0.0767 | 0.0346 |
| clock network | 0.0720 | 0.0534 |
## stage by stage
stage	utilization, %	total power [mW]	area, um^2
5_1_grt	16.2	0.514	554
4_1_cts	16.2	0.477	554
3_3_place_gp	15.6	0.344	532
6_report	16.2	0.464	554
2_1_floorplan	-	0.267	377
3_5_place_dp	15.6	0.347	532
Power figures rest on the tool's default switching activity, not on a simulated workload.
